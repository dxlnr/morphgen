`/design/flow/config.mk`:
```
export PLATFORM = sky130hd
export DESIGN_NAME = single_port_ram
export DESIGN_NICKNAME = single_port_ram
export VERILOG_FILES = /design/flow/design.v
export SDC_FILE = /design/flow/constraint.sdc
export NUM_CORES = 4
export LEC_CHECK = 1
export CORE_UTILIZATION = 50
export SYNTH_MEMORY_MAX_BITS = 65536
```
`/design/flow/constraint.sdc`:
```
current_design single_port_ram

set clk_period 4.3
set clk_io_pct 0.2

create_clock -name clk0 -period $clk_period [get_ports {clk}]

set non_clock_inputs [all_inputs -no_clocks]
set_input_delay [expr $clk_period * $clk_io_pct] -clock clk0 $non_clock_inputs
set_output_delay [expr $clk_period * $clk_io_pct] -clock clk0 [all_outputs]
```
`/design/flow/design.v`:
```
module single_port_ram 
    #(parameter BLOCK_SIZE=1024,
      parameter D_BITS=32,
      parameter ADDR_W=5
    )(
    input clk, 
    input [ADDR_W - 1:0] addr,
    input [D_BITS - 1:0] din,
    input we,
    output [D_BITS - 1:0] dout
);    
    reg [D_BITS - 1:0] dout;
    reg [D_BITS - 1:0] mem [0:BLOCK_SIZE];
    always @ (posedge clk) begin 
        if (we) 
            mem[addr] <= din;
        dout <= mem[addr];
    end
endmodule
module memory
    #(parameter DEPTH=4096,
      parameter N=32
    )(
    input wire         clk,
    input wire         i_mem_r_en,
    input wire         i_mem_w_en,
    input wire [N-1:0] i_mem_addr,
    input wire [N-1:0] i_mem_w_data,
    output reg [N-1:0] o_mem_r_data
);
    reg [N-1:0] mem [0:DEPTH-1];
    always @(posedge clk) begin
        if(i_mem_r_en == 1'b1)
            o_mem_r_data <= mem[i_mem_addr];
        else if(i_mem_w_en == 1'b1)
            mem[i_mem_addr] <= i_mem_w_data;
    end
endmodule
module ins_memory 
    #(parameter DEPTH=4096,
      parameter D_BITS=32
    )(
    input wire         clk
); 
    reg [D_BITS - 1:0] mem [0:DEPTH - 1];
endmodule
```
`/design/flow/run.sh`:
```
#!/bin/bash
# OpenROAD 26Q1-2900-gdf79404cd8, Yosys 0.63+post, stock flow scripts
make -C /OpenROAD-flow-scripts/flow DESIGN_CONFIG=/design/flow/config.mk WORK_HOME=/design/flow/orfs finish
```
==> flow_summary.yaml <==
# flow metrics
sta:
  period_used_pct: 73.6
  rsz0062_at_grt: "false"
  fmax_mhz: 316
  drv_slew: 0
  setup_viol: 0
  tightest_slew_ns: 0.887
  finalSetupTns_ns: 0
  skew_ns: 0.0161
  max_slew_margin_pct: 40.7
  fin_crit_ns: 3.16
  final_hold_viol_count: 0
floorplan:
  die_area_mm2: 0.0806
  die_h_um: 284
  pin_count: 71
  std_cell_rows: 103
  core_mm2: 0.0789
  initCoreUtil_pct: 50.4
  die_x_um: 284
layout:
  final_layout_size_suffix_gt1_share_pct: 13.8
  utilization_pct: 58.4
  mostFrequentLayoutCell: "edfxtp_1"
  most-common-layout-cells: "1024 x edfxtp_1, 512 x mux2i_1, 256 x o22ai_1, 114 x buf_4, 111 x clkbuf_16"
  area_growth_syn_to_layout_pct: 15.8
detailed_routing:
  wire_per_inst_um: 27.4
  via_count: 20200
  drt_iter0_drc: 1182
  postRouteAntennaNets: 0
  firstDrtPassIters: 7
  vias_per_cell: 5.87
  drc: 0
  wirelength_um: 94200
clock_tree:
  post_cts_buffers: 0
  clkTransAtPathRegs_ns: 0.06
  cts_buffer_depth: 3
  cts_resized: 0
  clkLatencyLatePin_ns: 0.65
  cts_root_buf: "clkbuf_16"
  tritoncts: "built"
  hold_buffers: 0
  htreeDepth: 3
  numCtsBuffers: 105
  cts_sinks: 1056
global_route:
  grt_max_degree: 71
  grt_pass1_wl_um: 139000
  grt-ovfl-total: 0
  antenna_found_initial: 1
  track_usage_pct: 26.5
  grt_pass1_vias: 21000
synthesis:
  ys_top_logic_family: "multiplexers"
  mux_share_pct: 12.9
  yosys.area.top_type: "edfxtp_1"
  ys_cells: 2107
  syn_inst: 2107
  ys_chip_area_mm2: 0.0397
  ys_sh_xor_pct: 0
  netlist_area_mm2: 0.0397
  ys_sh_simple_pct: 2.26
  adder_share_pct: 0
  syn_area_per_cell_um2: 18.9
  post-synth-top-area-fraction_pct: 77.4
  synth_warnings: 1
  synth_cell_types: 24
  ys_ff: 1056
  ys_seq_share_pct: 79.0
  topCellsByArea: "edfxtp_1 77%, mux2i_1 13%, o22ai_1 4.0%"
  synthAoiAreaFrac_pct: 4.03
pwr:
  switching_share_pct: 20.1
  p_comb_share_pct: 4.5
  clock_power_share_pct: 41.5
  power.share.sequential_pct: 53.9
  p_int_mw: 17.1
  power_mw: 21.3
  cellLeakagePower_nw: 16.0
  ir_drop_mv: 0.347
  powerDensity_mw_per_mm2: 464
  switching_power_mw: 4.29
placement:
  io_buffers: 70
  routabilityCongestion: 0.859
  hpwl_um: 53300
flow_run:
  max_cap_violations: 0
  warnings: 26
worst_setup_path:
  cp-end-kind: "register"
  cp-startpoint: "addr[3]"
  rr_startpoint: "mem[31][10]$_DFFE_PP_"
  crit_arrival_ns: 3.68
  crit_required_ns: 4.81
  crit_type: "input pin to register"
  cp_max_fo: 13
  critPathLaunchType: "input pin"
worst_hold_path:
  min_from: "mem[9][30]$_DFFE_PP_"
  min_path_type: "register to register"
run_status:
  status: "finished, final reports clean"
## worst paths after layout
path,to,slack [ns],cells past startpoint
worst max-delay path,dout[10]$_DFF_P_,1.14,6
worst min-delay path,dout[30]$_DFF_P_,0.63,4
worst max register to register,dout[10]$_DFF_P_,2.75,4
worst min register to register,dout[30]$_DFF_P_,0.63,4
## cell type report
class	instances	area [um2]
diodes	1	2.50
clock buffers	139	2950
multi-input cells	925	7970
well taps	1050	1310
clock inverters	58	445
fillers	5676	32800
flip-flops and latches	1056	31400
repair buffers	204	1960
## power by group through the flow
stage                 Combinational (mW)  Clock (mW)  Sequential, mW
final                              0.969        8.87            11.5
after CTS                          0.982        9.02            11.5
after global routing                1.05        9.38            11.5
## Yosys cell counts, drive strengths merged
library cell	number
edfxtp	1024
nor4	64
or4	1
clkbuf	21
or4b	4
buf	105
nor2	29
nand3b	4
nand3	2
nand4	1
dfxtp	32
or3	1
o22ai	256
nand4bb	6
nand4b	4
nor3	4
or3b	3
nand2	34
mux2i	512
## logic make-up (layout without fill, tap and decap cells)
group | after synthesis | count (layout)
buffers and inverters | 126 | 401
flip-flops | 1056 | 1056
multiplexers | 512 | 512
other | 0 | 1
AND/OR/NAND/NOR | 157 | 157
AND-OR/OR-AND | 256 | 256
## sequential cells by signal, indices dropped and copies added, names as in the netlist
name,count
mem,1024
dout,32
## routing by layer
metal,up-vias,routed length (um),track usage (%),part of all wire [%]
li1,8980,-,-,-
met1,9997,33700,37.3,36
met2,1054,46200,39.9,49
met3,118,12500,15.4,13
met4,4,1740,4.39,1.8
met5,-,73,0.536,0.077
## critical path, cell delays in order
cell and delay [ns]:
clkdlybuf4s50_1 0.85, or4b_2 0.68, buf_4 0.36, o22ai_1 0.14
nor4_1 0.68, nand2_1 0.10
## stage by stage
step	hold WS [ns]	worst slack [ns]	area, um2	cells
6_report	0.631	1.14	46000	3433
3_3_place_gp	0.634	0.508	42600	3235
5_1_grt	0.694	0.967	46000	3432
3_5_place_dp	0.624	0.490	42600	3235
4_1_cts	0.638	1.17	46000	3432
2_1_floorplan	0.576	0.670	39800	2107
Power and IR drop assume default switching activity.
